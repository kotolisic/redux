[/design/flow/config.mk]
export PLATFORM = sky130hd
export DESIGN_NAME = redux
export DESIGN_NICKNAME = redux
export VERILOG_FILES = /design/flow/design.v
export SDC_FILE = /design/flow/constraint.sdc
export NUM_CORES = 4
export LEC_CHECK = 1
export CORE_UTILIZATION = 40
[/design/flow/constraint.sdc]
current_design redux

set clk_period 3.3
set clk_io_pct 0.2

create_clock -name clk0 -period $clk_period [get_ports {clock}]

set non_clock_inputs [all_inputs -no_clocks]
set_input_delay [expr $clk_period * $clk_io_pct] -clock clk0 $non_clock_inputs
set_output_delay [expr $clk_period * $clk_io_pct] -clock clk0 [all_outputs]
[/design/flow/design.v]
module redux(
    input  wire        locked,
    input  wire        clock,
    output reg  [19:0] address,
    input  wire [ 7:0] din,
    output reg  [ 7:0] dout,
    output reg         we,
    output reg  [ 7:0] reg_n,
    input  wire [31:0] reg_i,
    output reg  [31:0] reg_o
);
initial begin we = 0; dout = 0; end
parameter state_init = 0;
parameter state_imm  = 1;
parameter state_reg  = 2;
parameter state_acc  = 3;
parameter state_exec = 4;
reg [19:0] pc        = 0;
reg        prefetch  = 1;
reg [ 1:0] fetch_id  = 0;
reg [31:0] a;
reg [31:0] op;
reg [ 7:0] ir;
reg [ 3:0] tstate = 0;
reg [ 2:0] id = 0;
always @(posedge clock)
if (locked) begin
    if (prefetch) begin
        prefetch <= 0;
        fetch_id <= 0;
        address  <= pc;
    end
    else begin
        address <= address + 1;
        if (fetch_id < 2) fetch_id <= fetch_id + 1;
        else case (tstate)
            state_init: begin
                ir <= din;
                id <= 0;
                op <= 0;
                casex (din)
                      8'bxxxx_00_xx: begin tstate <= state_reg; end
                      8'bxxxx_01_xx: begin tstate <= state_imm; end
                      8'bxxxx_10_xx: begin tstate <= state_acc;  address <= a; end
                      8'bxxxx_11_xx: begin tstate <= state_exec; op <= pc + 2 + din[1:0]; end
                endcase
            end
            state_imm: begin
                case (id)
                    0: op[ 7:0]  <= din;
                    1: op[15:8]  <= din;
                    2: op[23:16] <= din;
                    3: op[31:24] <= din;
                endcase
                if (id == ir[1:0]) tstate <= state_exec; id <= id + 1;
            end
            state_reg: begin
                case (id)
                    0: begin reg_n <= din; end 
                    3: begin
                        case (ir[1:0])
                            0: op <= reg_i[ 7:0];
                            1: op <= reg_i[15:0];
                            2: op <= reg_i[23:0];
                            3: op <= reg_i[31:0];
                        endcase
                        tstate <= state_exec;
                    end
                endcase
                id <= id + 1;
            end
            state_acc: 
            case (id)
                0: begin id <= 1; address <= a; end
                1: id <= 2;
                2: id <= 3;
                3: begin op[ 7:0]  <= din; if (ir[1:0] == 0) tstate <= state_exec; end
                4: begin op[15:8]  <= din; if (ir[1:0] == 1) tstate <= state_exec; end
                5: begin op[23:16] <= din; if (ir[1:0] == 2) tstate <= state_exec; end
                6: begin op[31:24] <= din; tstate <= state_exec; end
            endcase
            state_exec: begin
                prefetch <= 1;
                tstate   <= state_init;
                casex (ir)
                  8'b0000_xxxx: a <= op;
                  8'b0010_xxxx: begin   end
                  8'b0011_xxxx: begin   end
                  8'b0100_xxxx: begin   end
                  8'b0101_xxxx: begin   end
                  8'b0111_xxxx: begin   end
                endcase
            end
        endcase
    end
end
else prefetch <= 1;
endmodule
[/design/flow/run.sh]
#!/bin/bash
# OpenROAD 26Q1-2900-gdf79404cd8, Yosys 0.63+post, stock flow scripts
make -C /OpenROAD-flow-scripts/flow DESIGN_CONFIG=/design/flow/config.mk WORK_HOME=/design/flow/orfs finish
==> notes.md <==
run metrics: Top-Level Pins=between 100 and 150, fin area=0.00505 mm^2, gpl congestion=approximately 0.85, fraction of layout cells with a size suffix above 1=a little under a tenth, Post-DP HPWL=approximately 5600 um, ys cells=362, drc violations=0, DRT Pass-1 Iters=5, layout overhead on the synthesized area=18.8%, Worst Tran Pin Value=around 0.7 ns, postcts setup bufs=0, Latency at later pin=around 0.34 ns, Post-synth EDFFs=roughly 82, clk slew on worst S/H paths=roughly 0.070 ns, post-route ant nets=0, required time worst endpoint=around 3.3 ns, Max Clk Rate=421 MHz, Post-CTS Resized=0, CTS Hold Bufs=0, Port-buffer cells=57, core area=0.0103 mm^2, Placed Area=0.00485 mm^2, average wire per standard cell=~14 um, status=completed, Post-Layout Cell Count=around 570, CTS tree=done, Via Count=around 2.7k, hold violation count in the final report=0, Die Y=around 110 um, power density over the cells=418 mW/mm^2, Die Size=about 0.011 mm^2, Setup WS pre-CTS=0.562 ns, Mapped Avg Cell Area=11.8 um^2, number of cells in the design after placement=550, vias per inst=roughly 4.7, gr usage total=approximately 15%, MaxCap Viol Count=0, largest net degree at the start of global routing=23, Post-synth regs=around 83, Post-synth seq share=a little under 60%, clock sinks=83, hold crit path type=flop to flop, CTS buffer count=9, Setup Skew=~0.016 ns, max-slew violations=0, worst setup margin=approximately 0.92 ns, distinct lib cells=about 50, Rel. slew slack=52.9%, Tcrit/Tclk final=roughly 70%, CP Max Fanout=5, number of diodes=0, final setup vio count=0, hold slack=around 0.42 ns, Tot Pwr=around 2.1 mW, gr busiest metal=met1, Post-Route WL=around 7800 um, RSZ-0062 raised after global routing=no, Bufs on Longest Clock Path=2, Syn Inst Count=between 300 and 400, Mapped Area=around 0.0043 mm^2, crit path DAT=between 2 and 2.5 ns, endpoint class of the critical path=flop, post-layout min period=~2.4 ns, Fill cells=~940, critical path class=input port to flop, H-tree Lvls=3, Setup TNS Final=0 ns, CP startpoint kind=input port, vias in the first global route=about 2.4k, FFs w/ async S/R, synth=0%, fp util=a little over 40%, top_reg_cell synth=edfxtp_1, Leak=~1.8 nW, GR Layer Usage met2=between 20% and 30%, Log Warnings=43, GRT overflow=0, Warnings, synthesis=33, Final Core Density=49.0%, FP Rows=37, met3 Use GR=about 4.3%, Die Wd=around 110 um, drt initial violations=96, initial antenna violation count=0, Clock Tree Root=clkbuf_8, met1 Use GR=between 20% and 30%, VDD IR-drop max=roughly 260 uV, Chip Area, Yosys=approximately 0.0043 mm^2, first-pass GRT wire length=12400 um
==> state kept, by name, indices dropped and copies added (netlist names) <==
name      flops
a            20
address      20
fetch_id      2
id            3
ir            6
op           20
prefetch      1
reg_n         8
tstate        3
==> path summary, 6_finish.rpt <==
path	from	endpoint	slack, ns	cells past startpoint
max reg2reg	id[0]	tstate[2]	0.99	5
min	op[1]	a[1]	0.42	0
min reg2reg	op[1]	a[1]	0.42	0
max	locked	op[16]	0.92	5
==> power breakdown <==
group / total (mW) / internal (mW) / switching (mW)
Combinational: 0.146 / 0.0878 / 0.0583
Clock: 0.763 / 0.425 / 0.338
Sequential: 1.20 / 1.18 / 0.0249
Total: 2.11 / 1.69 / 0.421
==> critical path, stage by stage <==
cell,delay (ns)
clkdlybuf4s50_1,0.55
nand3b_1,0.19
or2_2,0.38
o21bai_1,0.19
a31oi_1,0.38
==> Yosys cell counts (6+ instances only) <==
cell type / instances / area, um^2
inv_1: 8 / 30.0
a21oi_1: 9 / 45.0
xor2_1: 8 / 70.1
a22o_1: 8 / 70.1
nand3_1: 13 / 65.1
nand2b_1: 6 / 37.5
o21ai_1: 13 / 65.1
edfxtp_1: 82 / 2460
nor2_1: 32 / 120
o21ai_0: 8 / 40.0
nand2_1: 36 / 135
ha_1: 10 / 125
buf_4: 43 / 323
buf_2: 7 / 35.0
xnor2_1: 15 / 131
==> kinds of logic (layout without fill, tap and decap cells) <==
| logic type | Yosys count | after routing | synth area share, % |
|---|---|---|---|
| simple gates | 122 | 122 | 14.7 |
| flops | 83 | 83 | 58.3 |
| other cells | 1 | 41 | 0.0881 |
| fa+ha+maj | 10 | 10 | 2.94 |
| buf+inv | 64 | 92 | 9.82 |
| compound gates | 59 | 59 | 9.41 |
| xor+xnor | 23 | 23 | 4.73 |
==> layout by cell type, fill, tap and decap left out, types with 8 or more instances in the layout <==
cell type        netlist  final
inv_1                  8      8
edfxtp_1              82     82
nor2_1                32     32
clkdlybuf4s50_1        0     57
xor2_1                 8      8
nand2_1               36     36
conb_1                 1     41
buf_4                 43     11
nand3_1               13     13
o21ai_0                8      8
clkbuf_8               0      9
o21ai_1               13     13
a21oi_1                9      9
xnor2_1               15     15
ha_1                  10     10
a22o_1                 8      8
==> metal layers <==
layer | share of wire (%) | routed length, um
met1 | 47 | 3630
met2 | 46 | 3560
met3 | 6.4 | 495
met4 | 1.1 | 84
met5 | 0 | 0
==> area by class of cell <==
type                    instances  area (um^2)  share of cell area [%]
flip-flops and latches         83         2480                    49.1
multi-input cells             255         1510                    29.9
repair buffers                 68          653                    12.9
well taps                     136          170                    3.37
clock buffers                  11          131                    2.60
clock inverters                 5         77.6                    1.53
inverters                       8         30.0                   0.594
Power and IR drop assume default switching activity.
